## design/flow/config.mk

```make
export PLATFORM = sky130hd
export DESIGN_NAME = tuner
export DESIGN_NICKNAME = tuner
export VERILOG_FILES = /design/flow/design.v
export SDC_FILE = /design/flow/constraint.sdc
export NUM_CORES = 4
export LEC_CHECK = 1
export CORE_UTILIZATION = 50
```

## design/flow/constraint.sdc

```tcl
current_design tuner

set clk_period 2.1
set clk_io_pct 0.2

create_clock -name clk0 -period $clk_period [get_ports {FX2_IFCLK}]
create_clock -name clk1 -period $clk_period [get_ports {TS_JSCLK}]
create_clock -name clk2 -period $clk_period [get_ports {TS_SCLK}]

set non_clock_inputs [all_inputs -no_clocks]
set_input_delay [expr $clk_period * $clk_io_pct] -clock clk0 $non_clock_inputs
set_output_delay [expr $clk_period * $clk_io_pct] -clock clk0 [all_outputs]
```

## design/flow/design.v

```verilog
module ser2par(SCLK, SD, PBVAL, TS_DATA, REQ, REQ_CLR);
	input SCLK;
	input SD;
	input PBVAL;
	output [15:0] TS_DATA;
	output REQ;
	input  REQ_CLR;
	reg [7:0] pbval;
	reg [2:0] bits;
	reg [7:0] sreg;
	reg [7:0] dout0;
	reg [7:0] dout1;
	reg [7:0] dout2;
	reg [7:0] dout3;
	reg [1:0] dout_wsw;
	reg dout_rsw;
	reg req;
	always@(negedge SCLK or posedge REQ_CLR)
	begin
		if(REQ_CLR == 1)
			req <= 0;
		else begin
			if((req == 0) && (dout_rsw != dout_wsw[1]))
			begin
				req <= 1;
				dout_rsw <= dout_rsw + 1;
			end
		end
	end
	always@(negedge SCLK)
	begin
		pbval[0] <= PBVAL;
		pbval[7:1] <= pbval[6:0];
		if((pbval[7] == 0) && (PBVAL == 0))
			bits <= 0;
		else begin
			sreg[0] <= SD;
			sreg[7:1] <= sreg[6:0];
			bits <= bits + 1;
		end
		if((bits == 0)&&(pbval[7] == 1))
		begin
			if(dout_wsw == 0)
				dout0[7:0] <= sreg[7:0];
			else if(dout_wsw == 1)
				dout1[7:0] <= sreg[7:0];
			else if(dout_wsw == 2)
				dout2[7:0] <= sreg[7:0];
			else if(dout_wsw == 3)
				dout3[7:0] <= sreg[7:0];
			dout_wsw <= dout_wsw + 1;
		end
	end
	assign TS_DATA = (dout_rsw == 1) ? {dout1, dout0} : {dout3, dout2};
	assign REQ = req;
endmodule
module tuner(FX2_SLOE, FX2_SLRD, FX2_SLWR, FX2_FD, FX2_FIFOADR, FX2_PKTEND,
		FX2_FLAGA, FX2_FLAGB, FX2_FLAGC, FX2_IFCLK,
		MODE, START,
		TS_SCLK, TS_SD, TS_SBYTE, TS_PBVAL,TS_ERR,
		TS_JSCLK,TS_JSD,TS_JSBYTE,TS_JPBVAL,TS_JERR,
		TS_PORT
		);
output	FX2_SLOE;
output	FX2_SLRD;
output	FX2_SLWR;
inout	[7:0] FX2_FD;
output	[1:0] FX2_FIFOADR;
output	FX2_PKTEND;
input	FX2_FLAGA;
input	FX2_FLAGB;
input	FX2_FLAGC;
input	FX2_IFCLK;
input	TS_SCLK;
input	TS_SD;
input	TS_SBYTE;
input	TS_PBVAL;
input	TS_ERR;
input	TS_JSCLK;
input	TS_JSD;
input	TS_JSBYTE;
input	TS_JPBVAL;
input	TS_JERR;
input	TS_PORT;
input	[1:0] MODE;
input	START;
wire	[15:0] ts_data_t;
wire	[15:0] ts_data_s;
wire	ts_req_t;
wire	ts_req_s;
wire	ts_req_clr_t;
wire	ts_req_clr_s;
ser2par	ser2par_t(TS_SCLK, TS_SD, TS_PBVAL, ts_data_t, ts_req_t, ts_req_clr_t);
ser2par	ser2par_s(TS_JSCLK, TS_JSD, TS_JPBVAL, ts_data_s, ts_req_s, ts_req_clr_s);
reg		slwr_reg;
reg		ts_clr_reg_t;
reg		ts_clr_reg_s;
reg		t_s_sw;
reg		[1:0] _wait;
reg		_ts_req_t;
reg		_ts_req_s;
always@ (posedge FX2_IFCLK) begin
	_ts_req_t <= ts_req_t;
	_ts_req_s <= ts_req_s;
	if((_ts_req_t == 1) && (_wait == 0)) begin
		ts_clr_reg_t <= 1;
		t_s_sw <= 0;
		_wait <= 1;
	end else if((_ts_req_s == 1) && (_wait == 0)) begin
		ts_clr_reg_s <= 1;
		t_s_sw <= 1;
		_wait <= 1;
	end
	if(_wait == 1) begin
		slwr_reg <= 0;
		_wait <= 2;
	end
	if(_wait == 2) begin
		_wait <= 3;
	end
	if(_wait == 3) begin
		slwr_reg <= 1;
		ts_clr_reg_t <= 0;
		ts_clr_reg_s <= 0;
		_wait <= 0;
	end
end
assign ts_req_clr_t = ts_clr_reg_t;
assign ts_req_clr_s = ts_clr_reg_s;
assign FX2_SLOE = 1;
assign FX2_FIFOADR = (t_s_sw == 0) ? 2'b00 : 2'b10;
assign FX2_PKTEND = 1;
assign FX2_SLRD = 1;
assign FX2_SLWR = (START == 1) ? slwr_reg : 1'b1;
assign FX2_FD = (MODE == 0) ? 8'b00000000 :
				(t_s_sw == 0) ? ((_wait == 2) ? ts_data_t[7:0] : ts_data_t[15:8]) :
				(_wait == 2) ? ts_data_s[7:0] : ts_data_s[15:8];
endmodule
```

## design/flow/run.sh

```bash
#!/bin/bash
# OpenROAD 26Q1-2900-gdf79404cd8, Yosys 0.63+post, stock flow scripts
make -C /OpenROAD-flow-scripts/flow DESIGN_CONFIG=/design/flow/config.mk WORK_HOME=/design/flow/orfs finish
```

==> run_results.csv <==
group,metric,value,unit
floorplan,initCoreUtil,0.5179,
floorplan,ioPinCount,32,
synth,ys_sh_xor,0.008233,
grt,overflow,0,
run_status,status,"complete, but fails checks",
sta,hold_viol,0,
critical_path,crit_start,"ser2par_t.dout_rsw",
power_and_ir_drop,leakage,2.271,nW
route,routed_wl,6614,µm
flow_run,warnings,153,
route,ant_nets,0,
sta,layout_setup_ws,-991.5,ps
critical_path,crit_arrival,2670,ps
floorplan,dieHeight,94.26,µm
hold_path,hold-path-endpoint,"ser2par_t.pbval[6]",
place,dp_hpwl,4287,µm
synth,ys_cells,226,
critical_path,rr_worst_depth,1,
floorplan,core,0.008217,mm²
power_and_ir_drop,finalPower,0.005277,W
power_and_ir_drop,combPwrFrac,0.044,
power_and_ir_drop,vdd_drop_max,0.0006257,V
synth,numSynthFlops,120,
route,firstDrtPassIters,4,
synth,synth_top_area_share,0.6069,
sta,setup_viol,8,
route,antenna_cells_inserted,0,
hold_path,hold_class,"flip-flop to flip-flop",
synth,synth.distinct_cells,27,
synth,topCellsByArea,"edfxtp_1 61%, dfxtp_1 15%, mux4_2 7.4%",
power_and_ir_drop,p_switching,0.001415,W
critical_path,crit_type,"flip-flop to output pin",
route,drt_iter0_drc,97,
sta,slew_viol_final,0,
final_layout,area_growth,21.14,%
place,port_buffers,9,
route,route.detailed.drc,0,
synth,mux_share,0.08645,
synth,synth-simple-area-share,0.03528,
clock_tree,cts_sinks,120,
hold_path,whs_path_depth,0,
clock_tree,post_cts_buffers,0,
power_and_ir_drop,swShare,0.2682,
grt,track_usage,0.1866,
final_layout,fillCellCount,610,
flow_run,drv_cap,0,
route,vias,2215,
grt,grt_pass1_wl,10920,µm
critical_path,path_max_fanout,10,
route,vias_per_cell,4.733,
critical_path,critical-path-max-stage-delay,520,ps
final_layout,drive_above_1_share,0.1267,
synth,top_logic_kind,"multiplexers",
power_and_ir_drop,pwr-share-seq,0.535,
place,place.gp.congestion,0.8029,
clock_tree,hold_buffers,0,
critical_path,regToRegEndpoint,"ser2par_t.dout_rsw",
synth,yosysWarnings,2,
synth,yosysTopAreaCell,"edfxtp_1",
synth,yosysSeqAreaShare,0.7692,
critical_path,worstPathRequired,1680,ps
floorplan,rows,33,
synth,adder_share,0.03528,
power_and_ir_drop,power_density,1024,mW/mm²
power_and_ir_drop,p_int,0.003861,W
floorplan,die_area,0.008884,mm²
critical_path,path_cells,"buf_12, mux4_2, a22o_1",
clock_tree,clkTransAtPathRegs,40,ps
synth,postSynthAreaPerCell,18.83,µm²
grt,antenna_found_initial,0,
hold_path,hp-start,"ser2par_t.pbval[5]",
sta,skew,56.06,ps
power_and_ir_drop,pwr-share-clk,0.421,
critical_path,slowest_stage,"mux4_2",
synth,aoi_share,0.03058,
route,post_drt_wl_per_cell,14.13,µm
grt,grt_pass1_vias,2583,
synth,syn-cell-area,0.004255,mm²
run_status,failed_checks,"setup timing",
clock_tree,cts_tree,"built",
sta,hold_ws,313.2,ps
floorplan,dieWidth,94.26,µm
grt,grt_max_degree,18,
critical_path,start_kind,"flip-flop",
synth,yosys_area,0.004255,mm²
critical_path,r2r_setup_slack,320,ps
sta,rsz0062_at_grt,"true",
critical_path,r2r_start,"ts_clr_reg_t",
synth,synthCells,226,
critical_path,endpoint_kind,"output pin",
[worst max-delay path: cells and delay by family, from the launching register on]
| family | cells | cell delay [ps] |
|---|---|---|
| mux | 1 | 520 |
| flops | 1 | 360 |
| compound gates | 1 | 230 |
| buf+inv | 1 | 150 |
[power groups by stage]
stage     clock [W]  combinational, W  sequential [W]
4_1_cts     0.00232          0.000239         0.00282
5_1_grt     0.00258          0.000273         0.00283
6_report    0.00222          0.000233         0.00282
[per-stage QoR]
step                setup WS, ps  TNS, ps  instances  utilization  instance area, µm²
floorplan                 -527.7    -4221        228            -                4255
global placement          -643.7   -12850        342       0.5480                4503
detailed placement        -653.0   -13290        342       0.5480                4503
global route               -1077    -8481        468       0.6274                5155
CTS                        -1018    -8011        468       0.6274                5155
finish                    -991.5    -7771        468       0.6274                5155
[cells by family after synthesis]
logic type,after synthesis
DFF,120
buffers and inverters,28
and+or+nand+nor,27
AOI/OAI and AO/OA,17
muxes,16
adders and majority gates,12
xor gates and xnor gates,4
other,2
[worst max path at each step]
stage / depth (start not counted) / endpoint / slack (ps)
CTS: 3 / FX2_FD[1] / -1020
global route: 3 / FX2_FD[1] / -1080
finish: 3 / FX2_FD[1] / -990
[synthesized netlist by cell type, drive strengths merged]
library cell / instances
nand2b: 3
conb: 2
a21o: 1
edfxtp: 86
nand3b: 1
o21ba: 1
and3b: 2
buf: 10
nor3: 2
dfrtn: 2
inv: 18
mux4: 16
ha: 12
o21a: 2
xnor2: 4
nor2: 9
a22o: 8
a21oi: 4
o21bai: 1
nor2b: 2
dfxtp: 32
and2: 6
and3: 2
[routing by layer]
metal / track usage / wire length [µm] / part of all wire
met5: 0 / 0 / 0
met2: 0.2597 / 3115 / 0.47
met3: 0.1350 / 602 / 0.091
met4: 0.06282 / 129 / 0.020
met1: 0.2439 / 2766 / 0.42
[area by class of cell]
type	instances	area (µm²)	share of cell area
flip-flops and latches	120	3273	0.6350
well taps	105	131.4	0.02549
repair buffers	19	195.2	0.03786
clock inverters	114	459.2	0.08908
inverters	16	60.06	0.01165
multi-input cells	80	843.3	0.1636
clock buffers	14	192.7	0.03738
[placed cells by master (no fill, tap or decap), types with 3 or more instances in the layout]
cell type,count
inv_1,125
edfxtp_1,86
dfxtp_1,32
mux4_2,16
clkbuf_8,14
ha_1,12
a22o_1,8
nor2_1,8
clkdlybuf4s50_1,7
and2_1,6
buf_4,6
xnor2_1,4
a21oi_1,4
conb_1,4
nand2b_1,3
[what timing repair did]
item	4_1_cts	5_1_grt
gates resized	6	0
endpoints found under the setup margin	24	8
pin swaps	0	1
Power figures rest on the tool's default switching activity, not on a simulated workload.
